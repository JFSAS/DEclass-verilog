[design.v]
`timescale 1ns/1ps
`timescale 1ns/1ps
`timescale 1ns/1ps
module mod60_sec(
    input               clk    ,         
    input               rst_n  ,         
    output reg  [3:0]   sec_1    ,         
    output reg  [3:0]   sec_2    ,         
    output reg            oc                
);
    always@(posedge clk) 
        begin
            if(rst_n==0) 
                begin
                    sec_1<=4'b0000;
                    sec_2<=4'b0000;
                end
            else 
                begin
                    if(sec_1==4'b1001) 
                        begin
                            sec_1<=4'b0000;
                            if(sec_2==4'b0101) 
                                begin
                                    sec_2<=4'b0000;
                                    oc<=1'b1;
                                end
                            else 
                                begin
                                sec_2<=sec_2+1;
                                oc<=1'b0;
                                end
                        end
                    else 
                        begin
                        sec_1<=sec_1+1;
                        oc<=1'b0;
                        end
                end 
        end
endmodule
`timescale 1ns/1ps
module mod60_min(
    input            clk    ,         
    input             en     ,         
    input             rst_n  ,         
    output reg  [3:0] min_1    ,         
    output reg  [3:0] min_2    ,         
    output reg     oc                
);
    always@(posedge clk)
        begin
            if(rst_n == 0)
                begin
                    min_1 <= 4'b0000;
                    min_2 <= 4'b0000;
                end
        end
    always@(posedge en) 
        begin 
            if(min_1 == 4'b1001) 
                begin
                    min_1 <= 4'b0000;
                    if(min_2 ==4'b0101) 
                        begin
                            min_2 <= 4'b000;
                            oc <= 1'b1;
                        end
                    else 
                        begin
                            min_2 <= min_2 + 1;
                            oc <= 1'b0;
                        end
                end
            else 
                begin
                    min_1 <= min_1 + 1;
                    oc <= 1'b0;
                end
        end
endmodule
`timescale 1ns/1ps
module mod12_hour(
    input            clk    ,         
    input             en     ,         
    input             rst_n  ,         
    output reg  [3:0] hour_1    ,         
    output reg  [3:0] hour_2             
);
    always@(posedge clk)
        begin
            if(rst_n == 0)
                begin
                    hour_1 <= 4'b0000;
                    hour_2 <= 4'b0000;
                end
        end
    always@(posedge en) 
        begin 
            if(hour_1 == 4'b1001) 
                begin
                    hour_1 <= 4'b0000;
                    if(hour_2 == 4'b0001) 
                        begin
                            hour_2 <= 4'b0000;
                        end
                    else 
                        begin
                            hour_2 <= 4'b0001;
                        end
                end
            else 
                begin
                    hour_1 <= hour_1 + 1;
                end
        end
endmodule
module digital_data(
    input                  clk    ,         
    input                  rst_n  ,         
    output   [3:0]      sec_1    ,         
    output   [3:0]      sec_2    ,         
    output   [3:0]      min_1    ,         
    output   [3:0]      min_2    ,         
    output   [3:0]      hour_1   ,         
    output   [3:0]      hour_2           
);
    wire oc_1;
    wire oc_2;
    mod60_sec _sec(.clk(clk),.rst_n(rst_n),.sec_1(sec_1),.sec_2(sec_2),.oc(oc_1));
    mod60_min _min(.clk(clk),.en(oc_1),.rst_n(rst_n),.min_1(min_1),.min_2(min_2),.oc(oc_2));
    mod12_hour _hour(.clk(clk),.en(oc_2),.rst_n(rst_n),.hour_1(hour_1),.hour_2(hour_2));
endmodule
`timescale 1ns/1ps
module digital_display(
   input clk,
   input rst_n,
   input [3:0] hex0,  
   input [3:0] hex1,
   input [3:0] hex2,
   input [3:0] hex3,
   input [3:0] hex4,
   input [3:0] hex5,
   output reg [5:0] an,    
   output reg [7:0] sseg  
   );
   reg [3:0] hex_in;  
   localparam N = 3; 
   reg [N-1:0] regN; 
   always@(posedge clk)
   begin
		if(rst_n == 0)
			begin 
				regN <= 0;
				an <= 0;
				hex_in <= 0;
				sseg[7] <=0;
			end
		else
			begin 
   				if (regN[N-1:N-3] == 3'b110) regN[N-1:N-3] <= 3'b000; 
				else regN <= regN + 1;
			end
   end
   always@(*)
   begin
   	case(regN[N-1:N-3]) 
   	3'b000:begin
   		an = 6'b111110;  
   		hex_in = hex0;  
   		sseg[7] =0;
   	end
   	3'b001:begin
   		an = 6'b111101;  
   		hex_in = hex1;
   		sseg[7] =0;
   	end
   	3'b010:begin
   		an = 6'b111011;
   		hex_in = hex2;
   		sseg[7] =1; 
   	end
   	3'b011: begin
   		an = 6'b110111;
   		hex_in = hex3;
   		sseg[7] =0;
   	end
   	3'b100: begin
   		an = 6'b101111;
   		hex_in = hex4;
   		sseg[7] =1; 
   	end
   	3'b101: begin
   		an = 6'b011111;
   		hex_in = hex5;
   		sseg[7] =0;
   	end
   	default:begin
   		an = 6'b111111;
   		hex_in = 0;
   		sseg[7] =0;
   	end
   	endcase
   end
   always@ (*)
   begin
   	case(hex_in)
   		4'h0: sseg[6:0] = 7'b1111110;  
   		4'h1: sseg[6:0] = 7'b0110000;
   		4'h2: sseg[6:0] = 7'b1101101;
   		4'h3: sseg[6:0] = 7'b1111001;
   		4'h4: sseg[6:0] = 7'b0110011;
   		4'h5: sseg[6:0] = 7'b1011011;
   		4'h6: sseg[6:0] = 7'b1011111;
   		4'h7: sseg[6:0] = 7'b1110000;
   		4'h8: sseg[6:0] = 7'b1111111;
   		4'h9: sseg[6:0] = 7'b1111011;
   		4'ha: sseg[6:0] = 7'b1110111;
   		4'hb: sseg[6:0] = 7'b0011111;
   		4'hc: sseg[6:0] = 7'b1001110;
   		4'hd: sseg[6:0] = 7'b0111101;
   		4'he: sseg[6:0] = 7'b1001111;
   		4'hf: sseg[6:0] = 7'b1000111;
   	endcase
   end
endmodule
`timescale 1ns / 1ps
module digital_divider(
    input [1:0] contral,
    input clk,
    output o_clk
    );
    reg o_clk_1 = 1'b0;
    assign o_clk = o_clk_1;
    reg [25:0] cnt = 0;
    always@(posedge clk) 
       begin;
            cnt = cnt+1 ;
           case(contral) 
                2'b00 : 
                    begin 
                        if(cnt[4]==1) 
                            o_clk_1 =1;
                        else
                            o_clk_1 = 0; 
                    end
                2'b01 :
                    begin 
                        if(cnt[9]==1)
                            o_clk_1 = 1;
                        else
                            o_clk_1 = 0;
                    end
                2'b10:
                    begin
                        if(cnt[8] == 1)
                            o_clk_1 = 1; 
                        else
                            o_clk_1 = 0;
                    end
                2'b11:
                    begin
                        if(cnt[7] == 1)
                            o_clk_1 = 1 ;
                        else
                            o_clk_1 = 0;
                    end
               default :
                        o_clk_1 = 0;
            endcase
       end
endmodule
module top(
    input clk,
    input rst_n,
    input [1:0] contral,
    output [5:0] an,
    output [7:0] sseg,
    output o_clk,
    output [3:0] sec_1,
    output [3:0] sec_2,
    output [3:0] min_1,
    output [3:0] min_2,
    output [3:0] hour_1,
    output [3:0] hour_2
);  
    wire [3:0] hex0;  
    wire [3:0] hex1;
    wire [3:0] hex2;
    wire [3:0] hex3;
    wire [3:0] hex4;
    wire [3:0] hex5;
    assign hex0 = sec_1;
    assign hex1 = sec_2;
    assign hex2 = min_1;
    assign hex3 = min_2;
    assign hex4 = hour_1;
    assign hex5 = hour_2;
    digital_data _digital_data(.clk(o_clk),.rst_n(rst_n),.sec_1(sec_1),.sec_2(sec_2),.min_1(min_1),.min_2(min_2),.hour_1(hour_1),.hour_2(hour_2));
    digital_display _digital_display(.clk(clk),.rst_n(rst_n),.hex0(hex0),.hex1(hex1),.hex2(hex2),.hex3(hex3),.hex4(hex4),.hex5(hex5),.an(an),.sseg(sseg));
    digital_divider _digital_divider(.clk(clk),.o_clk(o_clk),.contral(contral));
endmodule
[run.sh]
#!/bin/bash
# OpenROAD 26Q1-2900-gdf79404cd8, Yosys 0.63+post, stock flow scripts
make -C /OpenROAD-flow-scripts/flow DESIGN_CONFIG=/design/flow/config.mk WORK_HOME=/design/flow/orfs finish
[config.mk]
export PLATFORM = sky130hd
export DESIGN_NAME = top
export DESIGN_NICKNAME = top
export VERILOG_FILES = /design/flow/design.v
export SDC_FILE = /design/flow/constraint.sdc
export NUM_CORES = 4
export LEC_CHECK = 1
export CORE_AREA = 10 10 73 73
export DIE_AREA = 0 0 83 83
[constraint.sdc]
current_design top

set clk_period 2.6
set clk_io_pct 0.2

create_clock -name clk0 -period $clk_period [get_ports {clk}]

set non_clock_inputs [all_inputs -no_clocks]
set_input_delay [expr $clk_period * $clk_io_pct] -clock clk0 $non_clock_inputs
set_output_delay [expr $clk_period * $clk_io_pct] -clock clk0 [all_outputs]
==> impl_metrics.yaml <==
# yosys + openroad results
status:
  outcome: "finished, final reports clean"
global_route:
  grt.met2_usage: 0.07612
  most_crowded_layer_gr: "met2"
  grt_antenna_before_repair: 0
  grt_util_all_layers: 0.04733
  global_route_wire_length_before_repair_mm: 2.946
  met3_usage: 0.02165
  met1_usage_in_global_routing: 0.05966
  globalRouteOverflowTotal: 0
  maximum_number_of_pins_on_one_net_before_global_route_repair: 10
  first_global_vias: 659
critical_path:
  critical_path.reg2reg.endpoint: "_digital_divider.o_clk_1"
  timing.critical_path.fanout_max: 9
  list_of_cells_traversed_by_the_critical_path: "clkdlybuf4s50_1"
  critPathLaunchType: "flip-flop"
  critical_path_depth: 1
  critical_path.reg2reg.startpoint: "_digital_divider.cnt[0]"
  criticalPathCategory: "reg -> out"
  crit_path_max_incr_delay_ns: 0.52
  critPathLaunch: "_digital_divider.o_clk_1"
  endpoint: "o_clk"
  req_time_crit_path_ns: 2.08
  setup.worst_path.end_class: "primary output"
  worst_path_dominant_cell_family: "buffers and inverters"
  critical-path-slowest-cell: "sky130_fd_sc_hd__clkdlybuf4s50_1"
  reg2regPathDepth: 5
  worst-r2r-setup-slack_ns: 1.12
  critical_path.n_buffers_inverters: 1
  worstPathArrival_ns: 1.21
detailed_routing:
  wl_per_cell_um: 9.665
  drt_initial_violations: 12
  via_count: 665
  wirelength_mm: 1.701
  detail-route-antenna-nets: 0
  first_pass_iteration_count_of_the_detailed_router: 2
  num_antenna_cells: 0
  drc_errors: 0
  route.detailed.vias_per_inst: 3.778
die:
  floorplan.initialDensity: 0.2754
  dieArea_um2: 6889
  floorplan.rows: 22
  io-pin-count: 43
  core_region_area_um2: 3744
  dieWidth_um: 83
  die-height_um: 83
clock_network:
  cts_resized: 0
  cts_inserted_buffers: 3
  clock_tree.htree_level_count: 1
  clk_root_buffer_cell: "sky130_fd_sc_hd__clkbuf_8"
  tritoncts: "yes"
  cts_setup_buffers: 0
  cts.hold.buffers_added: 0
  cts_max_path_buffers: 2
  clkLatencyLatePin_ns: 0.23
  clkTransAtPathRegs_ns: 0.05
power:
  max-vdd-ir-drop_uv: 399.1
  p_int_mw: 0.2945
  seq_power_share: 0.497
  powerDensity_nw_per_um2: 319.2
  clock_share_of_power: 0.454
  power.share.combinational: 0.050
  fin_total_pwr_mw: 0.3626
  p_leak_nw: 0.4880
  switching_share: 0.1878
  netSwitchingPower_mw: 0.06808
synthesis:
  synth_top_cell_by_area: "sky130_fd_sc_hd__dfxtp_1"
  yosys.area.top_type_share: 0.3689
  dominant_cells_by_area_after_synthesis: "sky130_fd_sc_hd__dfxtp_1 37%, sky130_fd_sc_hd__buf_4 22%, sky130_fd_sc_hd__xnor2_1 4.2%"
  synth_async_sr_flop_share: 0
  enable_flop_cells: 0
  library_cells_used_by_synthesis: 32
  ys_cells: 114
  post_synth.cell_area_avg_um2: 9.044
  yosysChipArea_um2: 1031
  post_synth_instance_area_um2: 1031
  flop_cell: "sky130_fd_sc_hd__dfxtp_1"
  ys_seq_elements: 19
  synth_warnings: 59
  yosysSeqAreaShare: 0.3689
  syn-instance-count: 114
timing:
  clock-skew-final_ns: 0.0007927
  layout_min_cycle_time_ns: 1.732
  finalCritPeriodShare: 0.6660
  rsz0062_at_grt: "no"
  number_of_unconstrained_endpoints: 16
  max_freq_mhz: 577.5
  unclocked_regs: 8
  worst_setup_margin_ns: 0.8683
  fin_setup_tns_ns: 0
  hold_fails_final_rpt: 0
  timing.final.max_slew_violations: 0
  setup_violations: 0
finish:
  area_growth_syn_to_layout_pct: 10.19
  drive_above_1_share: 0.06250
placed_design:
  place_congestion: 0.8496
  dp_worst_setup_slack_ns: 1.086
  buffer_ports.inserted: 12
  hpwlAfterDp_mm: 1.448
job:
  log.warning_count: 26
  timing.max_cap.violations: 0
min_path:
  min-delay-path-class: "reg -> reg"
-- through the flow --
stage	util	instances	hold slack, ns	instance area [µm²]
5_1_grt	0.3035	176	0.4486	1136
6_report	0.3035	176	0.4132	1136
3_3_place_gp	0.2914	172	0.3919	1091
2_1_floorplan	-	142	0.3834	1136
3_5_place_dp	0.2914	172	0.4055	1091
4_1_cts	0.3035	176	0.4174	1136
-- cell type report --
type                       count  area, µm²
sequential                    19      380.4
clock buffer                   4      45.04
multi-input combinational     88      511.7
tap                           48      60.06
fill                         397       2608
timing repair buffer          12      120.1
inverter                       5      18.77
-- routing by layer --
layer / share of wire / vias up
met5: 0 / -
met1: 0.46 / 293
li1: - / 348
met4: 0 / 0
met2: 0.46 / 24
met3: 0.082 / 0
-- power groups by stage --
stage	registers [mW]	logic, mW	clock network [mW]
after CTS	0.180	0.0199	0.170
final	0.180	0.0180	0.164
after global routing	0.181	0.0227	0.186
-- how the worst min path moves through the flow --
stage | from | endpoint | slack, ns | cells past startpoint
4_1_cts | _digital_divider.cnt[0] | _digital_divider.cnt[0] | 0.42 | 1
5_1_grt | _digital_divider.cnt[0] | _digital_divider.cnt[0] | 0.45 | 1
6_report | _digital_divider.cnt[0] | _digital_divider.cnt[0] | 0.41 | 1
-- state kept, by name, summed over array words and instances (netlist names) --
register / flops
_digital_data._sec.sec_2: 4
_digital_divider.cnt: 10
_digital_data._sec.sec_1: 4
_digital_divider.o_clk_1: 1
-- cells in the mapped netlist, drive strengths merged (2+ instances only) --
cell type,count
buf,30
nor2b,3
o211ai,2
nor2,4
nand2,5
mux2i,2
xnor2,5
ha,3
conb,2
inv,5
or2,3
and2,3
nand3,4
xor2,3
nand4,4
a21oi,2
dfxtp,19
o21ai,5
-- placed cells by master, fill, tap and decap left out, types with 2 or more instances in the layout --
cell type,n
sky130_fd_sc_hd__inv_1,5
sky130_fd_sc_hd__nand2_1,5
sky130_fd_sc_hd__a21oi_1,2
sky130_fd_sc_hd__mux2i_1,2
sky130_fd_sc_hd__dfxtp_1,19
sky130_fd_sc_hd__nor2_1,4
sky130_fd_sc_hd__and2_1,3
sky130_fd_sc_hd__nand3_1,4
sky130_fd_sc_hd__conb_1,30
sky130_fd_sc_hd__nor2b_1,3
sky130_fd_sc_hd__clkbuf_8,3
sky130_fd_sc_hd__ha_1,3
sky130_fd_sc_hd__o21ai_0,4
sky130_fd_sc_hd__or2_2,2
sky130_fd_sc_hd__xnor2_1,5
sky130_fd_sc_hd__clkdlybuf4s50_1,12
sky130_fd_sc_hd__xor2_1,3
sky130_fd_sc_hd__nand4_1,3
-- cell families after synthesis --
group,count (synthesis),share of synthesized area
AOI/OAI and AO/OA,13,0.08253
xor gates and xnor gates,8,0.06796
adders and majority gates,3,0.03641
buffers and inverters,35,0.2367
DFF,19,0.3689
muxes,2,0.01942
other,2,0.007284
and+or+nand+nor,32,0.1808
No activity file was given, so power comes from the tool's default toggle rates.
