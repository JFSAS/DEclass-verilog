--- flow/design.v ---
`timescale 1ns / 1ps
module compare_4(
    input [3:0] iData_a,
    input [3:0] iData_b,
    input [2:0] iData,
    output [2:0] oData
    );
    reg eq,gt,lt;
    assign oData[2]=gt;
    assign oData[1]=lt;
    assign oData[0]=eq;
  always @(*)
    begin
        eq = (iData_a == iData_b)? 1:0;
        gt = (iData_a > iData_b)? 1:0;
        lt = (iData_a < iData_b)? 1:0;
        if(eq)
        begin
            eq = 0;
            case(iData)
                3'b100: gt = 1;
                3'b010: lt = 1;
                3'b001: eq = 1;
                default:eq = 1;
            endcase
        end 
    end
endmodule
--- flow/run.sh ---
#!/bin/bash
# OpenROAD 26Q1-2900-gdf79404cd8, Yosys 0.63+post, stock flow scripts
make -C /OpenROAD-flow-scripts/flow DESIGN_CONFIG=/design/flow/config.mk WORK_HOME=/design/flow/orfs finish
--- flow/config.mk ---
export PLATFORM = sky130hd
export DESIGN_NAME = compare_4
export DESIGN_NICKNAME = compare_4
export VERILOG_FILES = /design/flow/design.v
export SDC_FILE = /design/flow/constraint.sdc
export NUM_CORES = 4
export LEC_CHECK = 1
export CORE_AREA = 10 10 70 70
export DIE_AREA = 0 0 80 80
--- flow/constraint.sdc ---
current_design compare_4

set clk_period 3.3
set clk_io_pct 0.2

create_clock -name clk0 -period $clk_period

set non_clock_inputs [all_inputs -no_clocks]
set_input_delay [expr $clk_period * $clk_io_pct] -clock clk0 $non_clock_inputs
set_output_delay [expr $clk_period * $clk_io_pct] -clock clk0 [all_outputs]
==> impl_metrics.json <==
{
  "flop-count": 0,
  "fp_util_pct": 5.05,
  "grtUsageTotal_pct": 1.82,
  "crit_type": "primary input to output pin",
  "overflow": 0,
  "gp_congestion": 0.697,
  "syn_area_sq_um": 173,
  "via_per_inst": 2.26,
  "wl_per_cell_um": 7.40,
  "final-seq-area_sq_um": 0,
  "finalCriticalPeriod_ns": 3.12,
  "grt_pass1_wl_um": 931,
  "maxSlewHeadroom_pct": 86.0,
  "critPathMaxFanout": 4,
  "rows": 21,
  "io_pins": 14,
  "drtAntennaViolNets": 0,
  "postCtsSetupBuffers": 0,
  "ys_cells": 23,
  "setup_viol_count_final": 0,
  "first_iter_violations": 6,
  "worst_slack_ns": 0.176,
  "portBuffers": 14,
  "maxSlewViolCount": 0,
  "clock_buffers": 0,
  "crit_required_ns": 2.64,
  "power.density_nw_per_um2": 112,
  "place_hpwl_um": 557,
  "yosys_warnings": 1,
  "place_area_sq_um": 348,
  "synth-area-yosys_sq_um": 173,
  "synthDistinctLibCells": 12,
  "end_kind": "output pin",
  "max_freq_ghz": 0.320,
  "antenna_found_initial": 0,
  "outcome": "completed",
  "syn_inst": 23,
  "finalHoldViolCount": 0,
  "cts_resized": 0,
  "dp_slack_ns": 0.180,
  "ir_drop_v": 0.0000123,
  "wl_um": 592,
  "core-area_sq_um": 3420,
  "start_kind": "primary input",
  "warnings": 32,
  "hold_path_class": "primary input to output pin",
  "final_cell_mix": "clkdlybuf4s50_1, inv_1, ha_1",
  "grt_pass1_vias": 203,
  "ys_seq_share_pct": 0,
  "maxCapViolCount": 0,
  "antenna_cells": 0,
  "rsz0062_at_grt": "no",
  "chipArea_sq_um": 6400,
  "finalSetupTns_ns": 0,
  "grt_max_degree": 5,
  "chipWidth_um": 80,
  "total_power_mw": 0.0388,
  "routed-via-count": 181,
  "lay_top_count": "clkdlybuf4s50_1",
  "worstPathArrival_ns": 2.46,
  "synth_area_per_cell_sq_um": 7.51,
  "finalClockPeriodUsage_pct": 94.7,
  "die_y_um": 80,
  "synthToLayoutAreaGrowth_pct": 101,
  "ctsHoldBuffers": 0,
  "first_pass_iters": 2,
  "drc": 0,
  "worst_pin_slew_ns": 0.209,
  "drive_gt1_share_pct": 5.88,
  "design_area_sq_um": 348,
  "leakage_nw": 0.137
}
## per-stage QoR
stage	cells	hold slack [ns]	util, %
finish	80	2.35	10.2
global route	80	2.44	10.2
CTS	80	2.37	10.2
detailed placement	80	2.36	10.2
global placement	80	2.36	10.2
floorplan	23	1.50	-
## logic make-up after synthesis
family | synth area share [%]
buf+inv | 21.7
compound gates | 18.1
simple gates | 26.1
xor+xnor | 5.07
fa+ha+maj | 29.0
## synthesized netlist by cell type
cell type  instances  area share (%)
ha_1               4              29
inv_1              4             8.7
buf_4              3              13
nor2_1             3             6.5
a21oi_1            2             5.8
a21o_1             1             4.3
a31oi_1            1             3.6
nand4_2            1             7.2
nor2b_1            1             3.6
nor4b_2            1             8.7
o211ai_1           1             4.3
xnor2_1            1             5.1
## worst max-delay path: stages
cell and delay, ns:
clkdlybuf4s50_1 0.46, inv_1 0.04, ha_1 0.32, nand4_2 0.16
nor4b_2 0.25, a21o_1 0.12, clkdlybuf4s50_1 0.46
## routing by layer
layer | vias to the layer above | global-route usage (%) | share of wire (%)
li1 | 100 | - | -
met1 | 75 | 1.71 | 33
met2 | 6 | 4.01 | 57
met3 | 0 | 0.341 | 10
met4 | 0 | 0 | 0
met5 | - | 0 | 0
## area by class of cell
cell class | instances | area [sq um]
multi-input combinational | 16 | 135
tap | 46 | 57.6
timing repair buffer | 14 | 140
fill | 402 | 3070
inverter | 4 | 15.0
## power breakdown
group | internal, mW | switching (mW)
Combinational | 0.0264 | 0.0125
Clock | 0 | 0
Sequential | 0 | 0
Total | 0.0264 | 0.0125
## path summary, 6_finish.rpt
| check | from | end | depth (start not counted) |
|---|---|---|---|
| setup / recovery | iData_b[3] | oData[1] | 7 |
| hold / removal | iData[0] | oData[0] | 4 |
Power figures rest on the tool's default switching activity, not on a simulated workload.
