==> ./run.sh <==
#!/bin/bash
# OpenROAD 26Q1-2900-gdf79404cd8, Yosys 0.63+post, stock flow scripts
make -C /OpenROAD-flow-scripts/flow DESIGN_CONFIG=/design/flow/config.mk WORK_HOME=/design/flow/orfs finish
==> ./config.mk <==
export PLATFORM = sky130hd
export DESIGN_NAME = counter_10
export DESIGN_NICKNAME = counter_10
export VERILOG_FILES = /design/flow/design.v
export SDC_FILE = /design/flow/constraint.sdc
export NUM_CORES = 4
export LEC_CHECK = 1
export CORE_UTILIZATION = 30
==> ./constraint.sdc <==
current_design counter_10

set clk_period 3.9
set clk_io_pct 0.2

create_clock -name clk0 -period $clk_period [get_ports {CLK}]

set non_clock_inputs [all_inputs -no_clocks]
set_input_delay [expr $clk_period * $clk_io_pct] -clock clk0 $non_clock_inputs
set_output_delay [expr $clk_period * $clk_io_pct] -clock clk0 [all_outputs]
==> ./design.v <==
`timescale 1ns / 1ps
`timescale 1ns / 1ps
module divider(
    input [1:0] contral,
    input CLK,
    output o_CLK
    );
    reg o_CLK_1 = 1'b0;
    assign o_CLK = o_CLK_1;
    reg [25:0] cnt = 0;
    always@(posedge CLK) 
       begin;
            cnt = cnt+1 ;
           case(contral) 
                2'b00 : 
                    begin 
                        if(cnt[0]==1) 
                            o_CLK_1 =1;
                        else
                            o_CLK_1 = 0; 
                    end
                2'b01 :
                    begin 
                        if(cnt[23]==1)
                            o_CLK_1 = 1;
                        else
                            o_CLK_1 = 0;
                    end
                2'b10:
                    begin
                        if(cnt[21] == 1)
                            o_CLK_1 = 1; 
                        else
                            o_CLK_1 = 0;
                    end
                2'b11:
                    begin
                        if(cnt[10] == 1)
                            o_CLK_1 = 1 ;
                        else
                            o_CLK_1 = 0;
                    end
               default :
                        o_CLK_1 = 0;
            endcase
       end
endmodule
`timescale 1ns / 1ps
module display7(
    input [3:0] iData,
    output [6:0] oData
    );
    reg [6:0]tData ;
    assign oData = tData;
    always@(*)
    begin 
        case(iData)
             4'b0000: tData=7'b1000000;
                     4'b0001: tData=7'b1111001;
                     4'b0010: tData=7'b0100100;
                     4'b0011: tData=7'b0110000;
                     4'b0100: tData=7'b0011001;
                     4'b0101: tData=7'b0010010;
                     4'b0110: tData=7'b0000010;
                     4'b0111: tData=7'b1111000;
                     4'b1000: tData=7'b0000000;
                     4'b1001: tData=7'b0010000;
                    default: tData=7'b1111111;
          endcase
    end
endmodule
module counter_10(
    input [1:0] contral,
    input CLK,
    input rst_n,
    input [3:0]load_counter,
    input load_enable,
    output [6:0] odisplay,
    output [3:0] oQ,
    output o_CLK
    );
    divider divider_1(.contral(contral),.o_CLK(o_CLK),.CLK(CLK));
    reg [3:0] cnt;
    always@(posedge CLK) 
    begin 
        if(load_enable)
            cnt <= load_counter;
    end
    always@(posedge o_CLK ) 
    begin
        if(!rst_n) 
            cnt <= 0;
        else 
        begin
            cnt <= cnt+1;
            if(cnt == 4'b1001)
                cnt <= 0;  
        end
     end
     assign oQ = cnt;
     display7 _display7(.iData(cnt),.oData(odisplay));
endmodule
==> impl_metrics.csv <==
group,metric,value,unit
outcome,outcome,"did not finish",
outcome,flow.stopped_at,"synthesis",
outcome,stop_error,"ERROR: Found 4 problems in 'check -assert'.",
yosys,synth-area-yosys,0.00162,mm2
yosys,synth_flops,40,
yosys,ys_warn_count,3,
yosys,ys_cells,156,
yosys,yosys-top-cells-area,"dfxtp_1, xnor2_1, edfxtp_1",
yosys,ys_top_logic_family,"simple AND/OR/NAND/NOR gates",
yosys,ys_sh_mux,2.55,%
yosys,ys_sh_adder,6.18,%
yosys,ys_sh_aoi,5.64,%
yosys,yosysTopAreaCell,"dfxtp_1",
yosys,synthDistinctLibCells,33,
yosys,xor_share,12.4,%
yosys,synth-simple-area-share,19.5,%
yosys,ys_seq_share,51.9,%
yosys,synth.top_cell.area_share,44.5,%
[synthesized netlist by cell type]
cell type  count
clkinv_1       1
o31a_1         2
or2_2          1
xnor2_1       15
o22ai_1        1
nor4_1         1
a311o_1        1
mux2i_1        3
a21oi_1        2
and2_1         3
and4_1         2
nand3_2        1
nor4_2         1
ha_1           8
and3_1         2
o21a_1         1
nand2_1       18
nand3b_1       2
xor2_1         8
or3_4          1
mux2_2         1
a32o_1         1
dfxtp_1       36
inv_1          6
nand3_1        8
nor2_1         9
nand2b_1       2
nand4_1        3
o21ai_0        6
edfxtp_1       4
nor3_1         4
clkbuf_1       1
nand4_2        1
[logic make-up after synthesis]
family / count (synthesis)
AOI/OAI and AO/OA: 14
xor gates and xnor gates: 23
adders and majority gates: 8
buffers and inverters: 8
DFF: 40
muxes: 4
and+or+nand+nor: 59
